**flow/config.mk**
```make
export PLATFORM = sky130hd
export DESIGN_NAME = spi_verilog
export DESIGN_NICKNAME = spi_verilog
export VERILOG_FILES = /design/flow/design.v
export SDC_FILE = /design/flow/constraint.sdc
export NUM_CORES = 4
export LEC_CHECK = 1
export CORE_UTILIZATION = 40
```
**flow/constraint.sdc**
```tcl
current_design spi_verilog

set clk_period 7.7
set clk_io_pct 0.2

create_clock -name clk0 -period $clk_period [get_ports {clk}]

set non_clock_inputs [all_inputs -no_clocks]
set_input_delay [expr $clk_period * $clk_io_pct] -clock clk0 $non_clock_inputs
set_output_delay [expr $clk_period * $clk_io_pct] -clock clk0 [all_outputs]
```
**flow/design.v**
```verilog
module spi_verilog
#( parameter CLK_FREQ    = 100000000,                    
   parameter WORD_LENGTH =        32,                    
   parameter SPICLK_FREQ =  25000000                     
)
( input wire clk,                                        
  input wire reset,                                      
  output wire cs,                                        
  output reg  mosi_1,                                    
  input  wire miso_1,                                    
  output reg  mosi_2,                                    
  input  wire miso_2,                                    
  output wire sclk,                                      
  input  wire data_in_v,                                 
  output wire ready_out,                                 
  output wire data_out_v,                                
  input  wire [WORD_LENGTH-1:0] data_in_1,               
  input  wire [WORD_LENGTH-1:0] data_in_2,               
  output reg [WORD_LENGTH-1:0] data_out_1,               
  output reg [WORD_LENGTH-1:0] data_out_2                
);
parameter TCSOFF = 10;                                   
parameter zero = 1'b0;                                  
parameter one  = 1'b1;                                  
reg     clk_controller;                                 
reg     clk_trig;                                        
integer clk_inc;                                         
parameter idle    = 2'b00;                              
parameter start   = 2'b01;                              
parameter wait_cs = 2'b10;                              
reg [1:0] main_proc;                                    
integer   clk_counter;                                   
integer   cs_counter = 0;                                
reg       go_proc;                                      
reg       chip_sel;                                      
reg       busy_flag;                                     
reg       data_ready;                                    
reg [WORD_LENGTH-1:0] shift_reg_tx_1;                    
reg [WORD_LENGTH-1:0] shift_reg_tx_2;                    
reg [WORD_LENGTH-1:0] shift_reg_rx_1;                    
reg [WORD_LENGTH-1:0] shift_reg_rx_2;                    
always @(posedge(clk)) begin: clk_generation
    if (reset == 1'b1) begin
        clk_controller <= zero;
        clk_trig       <= 1'b0;
        clk_inc        <= 0;
    end else begin
        case(clk_controller)
            zero: begin
                if (clk_inc < ((CLK_FREQ/(SPICLK_FREQ))/2)) begin
                    clk_inc <= clk_inc + 1;
                    if (clk_inc == ((CLK_FREQ/(SPICLK_FREQ))/2) - 1) begin
                        clk_controller <= one;
                        clk_trig <= 1'b0;
                    end else begin
                        clk_trig <= 1'b1;
                    end
                end    
                end
            one: begin
                if (clk_inc < (CLK_FREQ/(SPICLK_FREQ))) begin
                    clk_inc <= clk_inc + 1;
                    if (clk_inc == (CLK_FREQ/(SPICLK_FREQ)) - 1) begin
                        clk_inc        <= 0;
                        clk_controller <= zero;
                        clk_trig       <= 1'b1;
                    end else begin
                        clk_trig <= 1'b0;
                    end
                end
            end
        endcase
    end
end
always @(posedge(clk)) begin: SPI_communication
    if (reset == 1'b1) begin
        main_proc   <= idle;
        clk_counter <=  0;
        go_proc     <= 1'b0;
        chip_sel    <= 1'b1;
        busy_flag   <= 1'b0;
        data_ready  <= 1'b1;        
    end else begin
        case(main_proc)
        idle: begin
            data_ready   <= 1'b0;                                                                                            
            if (data_in_v == 1'b1 && busy_flag == 1'b0) begin
                shift_reg_tx_1 <= data_in_1;                                                                                 
                shift_reg_tx_2 <= data_in_2;                                                                                 
                go_proc        <= 1'b1;                                                                                      
                busy_flag      <= 1'b1;                                                                                      
            end else if (go_proc == 1'b1 && clk_trig == 1'b1 && clk_inc == (CLK_FREQ/(SPICLK_FREQ*2)) - 1) begin             
                chip_sel                        <= 1'b0;                                                                     
                main_proc                       <= start;
                go_proc                         <= 1'b0;   
                clk_counter                     <= clk_counter + 1;                         
                shift_reg_tx_1[WORD_LENGTH-1:1] <= shift_reg_tx_1[WORD_LENGTH-2:0];                                     	 
                mosi_1                          <= shift_reg_tx_1[WORD_LENGTH-1];                                       	 
                shift_reg_rx_1                  <= {shift_reg_rx_1[WORD_LENGTH-2:0], miso_1};                           	 
                shift_reg_tx_2[WORD_LENGTH-1:1] <= shift_reg_tx_2[WORD_LENGTH-2:0];                                          
                mosi_2                          <= shift_reg_tx_2[WORD_LENGTH-1];                                            
                shift_reg_rx_2                  <= {shift_reg_rx_2[WORD_LENGTH-2:0], miso_2};                                
            end else begin
                main_proc <= idle;
            end
        end
        start: begin
            if (clk_inc == ((CLK_FREQ/(SPICLK_FREQ)) - (CLK_FREQ/(SPICLK_FREQ*2))) - 1) begin                                
                if (clk_counter == WORD_LENGTH) begin                                                                        
                    main_proc                       <= wait_cs;
                    clk_counter                     <=  0;                                                                   
                    shift_reg_tx_1[WORD_LENGTH-1:1] <= shift_reg_tx_1[WORD_LENGTH-2:0];                                      
                    mosi_1                          <= shift_reg_tx_1[WORD_LENGTH-1];                                        
                    shift_reg_rx_1                  <= {shift_reg_rx_1[WORD_LENGTH-2:0], miso_1};                            
                    shift_reg_tx_2[WORD_LENGTH-1:1] <= shift_reg_tx_2[WORD_LENGTH-2:0];                                      
                    mosi_2                          <= shift_reg_tx_2[WORD_LENGTH-1];                                        
                    shift_reg_rx_2                  <= {shift_reg_rx_2[WORD_LENGTH-2:0], miso_2};                            
                end else begin
                    main_proc                       <= start;
                    clk_counter                     <= clk_counter + 1;                                                
                    shift_reg_tx_1[WORD_LENGTH-1:1] <= shift_reg_tx_1[WORD_LENGTH-2:0];                                      
                    mosi_1                          <= shift_reg_tx_1[WORD_LENGTH-1];                                        
                    shift_reg_rx_1                  <= {shift_reg_rx_1[WORD_LENGTH-2:0], miso_1};                            
                    shift_reg_tx_2[WORD_LENGTH-1:1] <= shift_reg_tx_2[WORD_LENGTH-2:0];                                      
                    mosi_2                          <= shift_reg_tx_2[WORD_LENGTH-1];                                        
                    shift_reg_rx_2                  <= {shift_reg_rx_2[WORD_LENGTH-2:0], miso_2};                            
                end;
            end;
        end
        wait_cs: begin
            if (clk_trig == 1'b0 && clk_inc == (CLK_FREQ/(SPICLK_FREQ)) - 1 && chip_sel == 1'b0) begin                       
                chip_sel <= 1'b1;
            end else if (cs_counter < TCSOFF - 4 && chip_sel == 1'b1) begin                                                  
                cs_counter <= cs_counter + 1;                                                                                
            end else if (cs_counter == TCSOFF - 4 && chip_sel == 1'b1) begin                   
                cs_counter <=  0;
                busy_flag  <= 1'b0;
                main_proc  <= idle;
                data_out_1 <= shift_reg_rx_1;                                                                                
                data_out_2 <= shift_reg_rx_2;                                                                                
                data_ready <= 1'b1;                                                                                          
            end;
        end
        endcase
    end
end
assign sclk       = (chip_sel == 1'b0) ? clk_trig : 1'b0;   	 
assign cs         = chip_sel;                                    
assign ready_out  = !busy_flag;                                  
assign data_out_v = data_ready;                                  
endmodule
```
**flow/run.sh**
```bash
#!/bin/bash
# OpenROAD 26Q1-2900-gdf79404cd8, Yosys 0.63+post, stock flow scripts
make -C /OpenROAD-flow-scripts/flow DESIGN_CONFIG=/design/flow/config.mk WORK_HOME=/design/flow/orfs finish
```
==> impl_metrics.csv <==
group,metric,value,unit
route,drtAntennaViolNets,0,
synthesis,yosysTopAreaCellShare,56.00,%
worst_hold_path,worstHoldPathType,"register to register",
worst_hold_path,hp-start,"shift_reg_tx_1[31]",
global_route,antenna_found_initial,0,
worst_hold_path,hold-path-cell-count,0,
pwr,ir_worst_vdd,0.1251,mV
critical_path,timing.rr.end,"shift_reg_rx_2[0]",
critical_path,critical_path_buf_inv_count,2,
flow_run,maxCapViolCount,0,
pwr,powerDensity,239.6,mW/mm^2
critical_path,cp.arrival,4.39,ns
floorplan,fp.dieArea,0.03100,sq mm
critical_path,cp_top_family,"simple AND/OR/NAND/NOR gates",
cts,cts_max_level,2,
critical_path,end_kind,"register",
floorplan,std_cell_rows,63,
sta,fin_crit_sh,55.18,%
critical_path,r2r_setup_slack,4.09,ns
synthesis,area_leaders,"edfxtp_1, dfxtp_1, mux2_2",
synthesis,post-synth-top-count-cell,"edfxtp_1",
global_route,grt_max_degree,63,
sta,finClkSkew,0.01217,ns
critical_path,start_kind,"primary input",
pwr,leakage,4.846,nW
synthesis,ys_cells,908,
synthesis,avgSynthCellArea,13.35,sq um
sta,slew-limit-headroom,47.12,%
synthesis,yosys-top-cells-count,"edfxtp_1, nor2_1, dfxtp_1, mux2_2, nand2_1",
route,drt_first_pass_iters,5,
synthesis,seq_area_frac_synth,68.06,%
synthesis,top_area_cell,"edfxtp_1",
floorplan,die_w,176.1,um
finish,fin_util,50.75,%
route,vias,7550,
flow_run,tool_warnings,28,
sta,setup_viol,0,
finish,area_delta_synth_final,24.45,%
global_route,overflow,0,
sta,max_freq,235.4,MHz
cts,path_clk_slew,0.05,ns
critical_path,max_stage_delay,0.78,ns
synthesis,ff_type,"edfxtp_1",
place,place_ws,2.849,ns
synthesis,syn_area,0.01212,sq mm
cts,ctsHoldBuffers,0,
global_route,grt_use_total,14.87,%
sta,final_max_slew_viol_count,0,
cts,postCtsResizedCells,0,
worst_hold_path,min_to,"mosi_1",
finish,fin_cells,1475,
cts,cts_setup_buffers,0,
global_route,grt_pass1_wl,35360,um
floorplan,die_h,176.1,um
synthesis,synth.distinct_cells,47,
cts,clock-sinks,299,
synthesis,syn_inst,908,
sta,setup_tns,0,ns
cts,clockBufferDepth,3,
critical_path,reg2regPathDepth,5,
floorplan,fp_util,40.78,%
sta,finalCriticalPeriod,4.249,ns
route,viasPerCell,5.119,
route,antenna_cells,0,
sta,rsz0062_at_grt,"false",
place,place.gp.congestion,0.8220,
route,drt_wl_total,21960,um
critical_path,critPathRequiredTime,7.84,ns
finish,drive_gt1_share,13.00,%
critical_path,path_cells,"clkdlybuf4s50_1 -> nor2b_1 -> o31ai_4 -> nand3_2 -> nor2_4 -> buf_4",
synthesis,asyncSetResetFlopFracSynth,0,%
place,dp_hpwl,13590,um
place,portBuffers,138,
critical_path,r2r_start,"clk_inc[16]",
critical_path,path_max_fanout,40,
critical_path,critPathSlowestCell,"nor2_4",
sta,final_hold_viol_count,0,
route,dr.first_iter.drc_count,487,
synthesis,ys_warn_count,1,
route,wl_per_cell,14.89,um
cts,cts_tree,"done",
sta,tightest_slew,0.7932,ns
place,place_inst,1413,
sta,setup_ws,3.452,ns
cts,clk_latency,0.51,ns
cts,cts_made_buffers,35,
synthesis,yosys_area,0.01212,sq mm
floorplan,core_area,0.02972,sq mm
critical_path,crit_type,"primary input to register",
outcome,status,"completed",
floorplan,io_pins,139,
cts,root_buffer,"clkbuf_16",
synthesis,ys.flops,299,
synthesis,edf_count,226,
global_route,grt_pass1_vias,7192,
route,drc_errors,0,
-- sequential cells by signal, indices dropped and copies added (netlist names) --
name,count
busy_flag,1
data_ready,1
clk_trig,1
clk_counter,32
mosi_1,1
mosi_2,1
go_proc,1
cs_counter,32
shift_reg_tx_2,32
shift_reg_rx_2,32
data_out_2,32
clk_inc,32
chip_sel,1
data_out_1,32
shift_reg_tx_1,32
shift_reg_rx_1,32
clk_controller,1
main_proc,3
-- worst max path at each step --
stage	start	end	slack, ns	cells past startpoint
CTS	data_in_v	shift_reg_rx_2[2]	3.40	6
global route	data_in_v	shift_reg_rx_2[3]	3.26	6
finish	data_in_v	shift_reg_rx_2[0]	3.45	6
-- metrics by stage --
| stage | power [W] | cell area, sq um | hold slack [ns] |
|---|---|---|---|
| 5_1_grt | 0.003751 | 15080 | 0.4255 |
| 3_5_place_dp | 0.002089 | 13990 | 0.4062 |
| 3_3_place_gp | 0.002087 | 13990 | 0.4029 |
| 6_report | 0.003613 | 15080 | 0.4186 |
| 4_1_cts | 0.003665 | 15080 | 0.4199 |
| 2_1_floorplan | 0.002007 | 12130 | 0.4003 |
-- logic make-up (layout without fill, tap and decap cells) --
kind of cell	Yosys count	count (layout)	share of synthesized area (%)
AND-OR/OR-AND	101	101	4.904
XOR/XNOR	54	54	3.903
adder cells (fa/ha/maj)	6	6	0.6194
buffers and inverters	55	232	1.869
flip-flops	299	299	68.06
multiplexers	62	62	5.761
AND/OR/NAND/NOR	331	331	14.89
-- layer usage --
| layer | part of all wire, % | GRT usage [%] | wire length, um | up-vias |
|---|---|---|---|---|
| met5 | 0 | 0 | 0 | - |
| met4 | 1.9 | 2.826 | 410 | 0 |
| met3 | 6.9 | 4.326 | 1518 | 32 |
| met2 | 45 | 21.54 | 9839 | 201 |
| met1 | 46 | 24.26 | 10190 | 3565 |
| li1 | - | - | - | 3752 |
-- report_power, final --
| group | internal [W] | leakage [nW] | switching (W) | total (W) |
|---|---|---|---|---|
| Sequential | 0.00179 | 2.71 | 0.0000271 | 0.00182 |
| Clock | 0.000928 | 0.529 | 0.000630 | 0.00156 |
| Combinational | 0.000117 | 1.61 | 0.000121 | 0.000238 |
| Total | 0.00284 | 4.85 | 0.000778 | 0.00361 |
-- cell usage in the layout, fill, tap and decap left out, types with 21 or more instances in the layout --
cell	count
mux2_2	62
xnor2_1	24
nand2_1	50
nor2_1	77
xor2_1	30
o21ai_0	29
dfxtp_1	73
or3_1	22
nor4_1	21
clkdlybuf4s50_1	138
edfxtp_1	226
clkbuf_16	36
nand4_1	30
a21oi_1	42
nand3_1	44
-- final cells by class --
class / instances / area, sq um
inverter: 21 / 78.83
tap: 390 / 488.0
sequential: 299 / 8248
clock buffer: 42 / 923.4
clock inverter: 20 / 170.2
timing repair buffer: 149 / 1464
multi-input combinational: 554 / 3710
fill: 2496 / 14640
Power figures rest on the tool's default switching activity, not on a simulated workload.
